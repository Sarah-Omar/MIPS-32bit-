`design/flow/config.mk`:
```
export PLATFORM = sky130hd
export DESIGN_NAME = instruction_memory
export DESIGN_NICKNAME = instruction_memory
export VERILOG_FILES = /design/flow/design.v
export SDC_FILE = /design/flow/constraint.sdc
export NUM_CORES = 4
export LEC_CHECK = 1
export CORE_AREA = 10 10 75 75
export DIE_AREA = 0 0 85 85
export SYNTH_MEMORY_MAX_BITS = 65536
```
`design/flow/constraint.sdc`:
```
current_design instruction_memory

set clk_period 1.0
set clk_io_pct 0.2

create_clock -name clk0 -period $clk_period [get_ports {clk}]

set non_clock_inputs [all_inputs -no_clocks]
set_input_delay [expr $clk_period * $clk_io_pct] -clock clk0 $non_clock_inputs
set_output_delay [expr $clk_period * $clk_io_pct] -clock clk0 [all_outputs]
```
`design/flow/design.v`:
```
module instruction_memory (
input [31:0] address_in,  
input clk,reset,               
output reg [31:0] instruction 
);
reg [31:0] mem[0:1023];
initial begin
mem[0] = 32'b000000_01001_01010_01000_00000_100000;  
mem[1] = 32'b000000_01001_01010_01000_00000_100010;  
mem[2] = 32'b000000_01001_01010_01000_00000_011000;  
mem[3] = 32'b000000_01001_01010_01000_00000_100100;  
mem[4] = 32'b000000_01001_01010_01000_00000_100101;  
mem[6] = 32'b000000_01001_01010_01000_00000_100111;  
mem[7] = 32'b000000_01001_01010_01000_00000_101000;  
mem[8] = 32'b000000_00000_01001_01000_00000_000000;  
mem[9] = 32'b000000_00000_01001_01000_00000_000010;  
mem[10] = 32'b000000_01001_01010_01000_00000_101010;  
mem[11] = 32'b000000_01001_01010_01000_00000_101011;  
mem[12] = 32'b000000_01001_01010_01000_00000_101100;  
mem[13] = 32'b000000_01001_01010_01000_00000_101101;  
mem[14] = 32'b100011_01001_01000_0000000000000001;  
mem[15] = 32'b101011_01001_01000_0000000000000010;  
mem[16] = 32'b000100_01001_01000_0000000000000010;  
end
always @(posedge clk or posedge reset) begin
if (reset) begin
instruction <= 32'b0; 
end 
else begin
instruction = mem[address_in >> 2]; 
end
end
endmodule
```
`design/flow/run.sh`:
```
#!/bin/bash
# OpenROAD 26Q1-2900-gdf79404cd8, Yosys 0.63+post, stock flow scripts
make -C /OpenROAD-flow-scripts/flow DESIGN_CONFIG=/design/flow/config.mk WORK_HOME=/design/flow/orfs finish
```
==> run notes <==
Physical design

The total cells reported by yosys after synthesis stands at 78. The worst path in the final design needs a cycle of 0.991 ns, including I/O delays and setup. CTS added clock buffers totalling 3. The number of different library cells in the post-synthesis netlist stands at 24. Yosys reported a register bit count of 14. The most common cell in the synthesized netlist is sky130_fd_sc_hd__buf_4.

More flip-flops sit in one register than any other, and that register is instruction. The proportion of layout cells with a drive suffix above 1 stands at 0.336. The via count of the first global-routing pass stands at 620. In the post-route analysis, the smallest setup slack over all paths is 0.00878 ns. TritonCTS built the clock tree. The first global-routing pass estimated 2.77 mm of wire. For this design, the sink count on the clock tree is 14. In the routed netlist, the antenna diode instances number 0. The mapped netlist covers 852 um2. The synthesized design contains 0 enable-type register cells. The static leakage stands at 0.584 nW. The global route total overflow stands at 0. In the final report, the number of pins over their slew limit comes to 0.

The flow ran to the end, and the final reports show no timing, DRC or antenna violations. The register with the most flip-flops in the layout has 14 of them. The critical path is of the in2reg type. The area fraction of the dominant cell type after synthesis stands at 0.411. The routed wire length stands at 1.67 mm. The count of hold-fix buffers inserted at cts stands at 0.

In this run the number of H-tree levels came out at 1. The buffer depth of the longest clock path stands at 2. The average instance in the mapped netlist occupies 10.9 um2. The final-layout fill cell count stands at 415.

The fraction of registers with async set/reset stands at 1.00. The cell row count stands at 23. The required time at the endpoint of the critical path stands at 1.12 ns.

The setup slack at placement stands at -0.532 ns. The post-synthesis to final-layout area growth stands at 35.8%. The chip occupies 7230 um2. The report counts max-capacitance violations totalling 0. The number of buffer cells added on primary ports stands at 23. Nets still carrying antenna violations after routing amount to 0.

The commonest cells after synthesis are sky130_fd_sc_hd__buf_4 (19), sky130_fd_sc_hd__dfrtp_1 (14), sky130_fd_sc_hd__ha_1 (9). In the final layout, the multi-input gates occupy 412 um2. For this run, the leading register cell type out of synthesis is sky130_fd_sc_hd__dfrtp_1. Of all cell types, the one taking the most synthesized area is sky130_fd_sc_hd__dfrtp_1.

The sequential cell area in the final layout stands at 350 um2. The switching portion of total power comes to 0.205. The starting utilization of the core area stands at 0.210. The biggest cell delay along the critical path stands at 0.26 ns. The summed standard-cell area reported by yosys stands at 852 um2. Clock-pin slew was measured on the worst setup and hold paths at 0.05 ns.

Per the timing report, the achievable frequency comes out to 1010 MHz. Looking at the VDD voltage map, the peak drop is 0.000420 V. The largest registers in the layout are instruction: 14 flops. The worst setup path is captured at a register. Per the log, the first TritonRoute iteration ended with a DRC count of 20.

The final-report setup violation count stands at 0. The number of vias per cell after detailed routing stands at 3.48. Among cell families on the critical path, the largest total delay comes from buffers and inverters.

Total power normalized to cell area comes to 1160 nW/um2. The overall power stands at 1.34 mW. The post-route clock period utilization stands at 0.991. The number of antenna violations at the first check in global routing was 0. Setup repair after global routing could not meet its margin everywhere. Counting both buffers and inverters, the worst setup path holds a total of 2. The detailed router placed 546 vias in this run.

The number of search-and-repair iterations in the first detailed-routing pass stands at 3. The net switching power figure stands at 0.275 mW. At the worst endpoint, the arrival time is 1.11 ns.

The total track usage stands at 0.0447. The detailed-placement wirelength estimate stands at 1.42 mm. The maximum fanout encountered on the critical timing path stands at 4.

The count of tool warnings stands at 60. The part of the total power dissipated in the clock network stands at 0.384. TritonRoute reported its final design rule violation total as 0. The internal power summed over all cells stands at 1.07 mW. Hold is met by 0.254 ns.

66 I/O pins were placed. Of the synthesized area, sequential elements account for 0.411. The horizontal die dimension reported for this design is 85 um. For the final routed database, the setup TNS stands at 0 ns. The post-synthesis instance total stands at 78. The largest net degree at the start of global routing stands at 15. The combinational power share stands at 0.166. The routability-driven placement congestion ratio stands at 0.730. The report lists the cells along the critical path as clkdlybuf4s15_2 -> inv_4 -> ha_1 -> nand2b_1 -> a32o_1.

The sequential fraction of design power stands at 0.450. Looking at the critical path, the single cell with the biggest stage delay is sky130_fd_sc_hd__ha_1. The tree is rooted in a sky130_fd_sc_hd__clkbuf_8. The region available for standard cell placement spans 4060 um2. Per the OpenROAD floorplan log, the height of the die is 85 um. The most critical min-delay path falls under in2async.

The mean routed wirelength per cell stands at 10.7 um. The warning tally printed by Yosys for this design is 1. Yosys attributes the largest share of cell area to sky130_fd_sc_hd__dfrtp_1 (41%), sky130_fd_sc_hd__buf_4 (17%), sky130_fd_sc_hd__ha_1 (13%). The post-route core utilization stands at 0.285. STA classifies the critical path startpoint as a primary input. The count of final hold-check violations stands at 0.
-- through the flow --
stage / cell area, um2 / cells
finish: 1160 / 157
global route: 1160 / 157
CTS: 1180 / 157
detailed placement: 1100 / 152
global placement: 1100 / 152
floorplan: 905 / 92
-- cell type report --
| class | count | share of cell area |
|---|---|---|
| Clock buffer | 4 | 0.0476 |
| Tap cell | 50 | 0.0541 |
| Sequential cell | 14 | 0.303 |
| Timing Repair Buffer | 32 | 0.222 |
| Multi-Input combinational cell | 52 | 0.356 |
| Inverter | 5 | 0.0184 |
-- worst min-delay path, delay by kind of cell --
| kind | cells | cell delay [ns] |
|---|---|---|
| buffers and inverters | 3 | 0.64 |
-- per-layer routing --
| metal | up-vias | share of wire | track usage |
|---|---|---|---|
| met2 | 26 | 0.45 | 0.0722 |
| met1 | 249 | 0.45 | 0.0542 |
| met3 | 2 | 0.084 | 0.0164 |
| met4 | 0 | 0.020 | 0.0135 |
| li1 | 269 | - | - |
| met5 | - | 0 | 0 |
-- cell usage in the layout, fill, tap and decap left out --
| cell | count |
|---|---|
| sky130_fd_sc_hd__and3_1 | 1 |
| sky130_fd_sc_hd__conb_1 | 16 |
| sky130_fd_sc_hd__and2_1 | 3 |
| sky130_fd_sc_hd__nor2b_4 | 2 |
| sky130_fd_sc_hd__clkbuf_2 | 6 |
| sky130_fd_sc_hd__inv_1 | 2 |
| sky130_fd_sc_hd__clkdlybuf4s15_2 | 1 |
| sky130_fd_sc_hd__clkbuf_8 | 4 |
| sky130_fd_sc_hd__nand3b_1 | 1 |
| sky130_fd_sc_hd__buf_4 | 6 |
| sky130_fd_sc_hd__ha_2 | 1 |
| sky130_fd_sc_hd__a32oi_1 | 1 |
| sky130_fd_sc_hd__nor2b_1 | 2 |
| sky130_fd_sc_hd__mux2i_1 | 2 |
| sky130_fd_sc_hd__ha_1 | 6 |
| sky130_fd_sc_hd__o41ai_2 | 1 |
| sky130_fd_sc_hd__nor2_1 | 3 |
| sky130_fd_sc_hd__a32o_1 | 1 |
| sky130_fd_sc_hd__dlygate4sd2_1 | 3 |
| sky130_fd_sc_hd__a21oi_1 | 1 |
| sky130_fd_sc_hd__buf_2 | 4 |
| sky130_fd_sc_hd__nor3b_2 | 1 |
| sky130_fd_sc_hd__nand2_1 | 1 |
| sky130_fd_sc_hd__nand2b_1 | 4 |
| sky130_fd_sc_hd__clkdlybuf4s50_1 | 1 |
| sky130_fd_sc_hd__clkdlybuf4s15_1 | 8 |
| sky130_fd_sc_hd__dfrtp_1 | 14 |
| sky130_fd_sc_hd__nor3_1 | 1 |
| sky130_fd_sc_hd__inv_4 | 1 |
| sky130_fd_sc_hd__and2_4 | 1 |
| sky130_fd_sc_hd__a211oi_2 | 1 |
| sky130_fd_sc_hd__buf_6 | 3 |
| sky130_fd_sc_hd__inv_2 | 2 |
| sky130_fd_sc_hd__ha_4 | 2 |
-- power by group through the flow --
stage     registers (mW)  clock network [mW]  logic, mW
5_1_grt            0.607               0.555      0.254
6_report           0.604               0.515      0.223
4_1_cts            0.605               0.535      0.233
-- final timing paths --
path	start	to	slack, ns	cells after the start
max	address_in[3]	instruction[0]	0.009	5
min	reset	instruction[16]	0.25	3
max in group asynchronous	reset	instruction[17]	0.59	3
min in group clk0	address_in[6]	instruction[28]	0.40	1
-- repair_timing --
item / in CTS / in global routing
buffers inserted: 1 / 0
setup endpoints to repair: 27 / 6
pin swaps: 1 / 1
hold endpoints to repair: 0 / 0
resized: 56 / 9
-- cell families after synthesis --
family	share of synthesized area
other	0.00881
buffers and inverters	0.209
muxes	0.0235
adders and majority gates	0.132
DFF	0.411
AOI/OAI and AO/OA	0.0617
and+or+nand+nor	0.154
Power is estimated from default activity; no workload was simulated.
