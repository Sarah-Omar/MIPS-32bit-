## design/flow/design.v

```verilog
module Register_File (
input clk, reset, we,
input [4:0] read_reg1, read_reg2, write_reg,
input [31:0] write_data,
output reg [31:0] read_data1, read_data2
);
reg [31:0] regfile [0:31];
initial begin
regfile[0] = 32'd5;
regfile[8] = 32'd0;  
regfile[9] = 32'd5;  
regfile[10] = 32'd3; 
end
  integer i;
always @(posedge clk or posedge reset) begin
 if (reset) begin
  for (i = 0; i < 32; i = i + 1) begin
regfile[i] <= 32'd0; 
  end
 end else if (we && write_reg != 0) begin
  regfile[write_reg] <= write_data; 
 end
end
always @(*) begin
 read_data1 = regfile[read_reg1];
 read_data2 = regfile[read_reg2];
end
endmodule
```

## design/flow/run.sh

```bash
#!/bin/bash
# OpenROAD 26Q1-2900-gdf79404cd8, Yosys 0.63+post, stock flow scripts
make -C /OpenROAD-flow-scripts/flow DESIGN_CONFIG=/design/flow/config.mk WORK_HOME=/design/flow/orfs finish
```

## design/flow/config.mk

```make
export PLATFORM = sky130hd
export DESIGN_NAME = Register_File
export DESIGN_NICKNAME = Register_File
export VERILOG_FILES = /design/flow/design.v
export SDC_FILE = /design/flow/constraint.sdc
export NUM_CORES = 4
export LEC_CHECK = 1
export CORE_UTILIZATION = 40
```

## design/flow/constraint.sdc

```tcl
current_design Register_File

set clk_period 8.8
set clk_io_pct 0.2

create_clock -name clk0 -period $clk_period [get_ports {clk}]

set non_clock_inputs [all_inputs -no_clocks]
set_input_delay [expr $clk_period * $clk_io_pct] -clock clk0 $non_clock_inputs
set_output_delay [expr $clk_period * $clk_io_pct] -clock clk0 [all_outputs]
```

==> results_dict.tcl <==
# collected from the flow reports
set metrics [dict create \
    ctsHoldBuffers 0 \
    pwr_density_cell_nw_per_um2 229 \
    post_cts.repair.setup_buffers 0 \
    synth_area_per_cell_um2 11.7 \
    rr_startpoint "regfile[27][28]" \
    drive_gt1_share_pct 34.6 \
    synthArstFlopShare_pct 100 \
    insertion_delay_ns 0.77 \
    overflow 0 \
    crit_required_ns 7.04 \
    die_w_um 360 \
    p_int_mw 9.61 \
    top_area_share_pct 49.9 \
    cp-start-kind "input pin" \
    status "finished clean" \
    core_um2 128000 \
    grtUsageTotal_pct 43.4 \
    ir_worst_vdd_mv 0.192 \
    final_max_slew_viol_count 0 \
    grt_pass1_vias 44300 \
    p_sw_mw 3.95 \
    ys_area_um2 51300 \
    min_from "regfile[0][5]" \
    p_leak_nw 25.7 \
    netlist_instances 4394 \
    crit_path_max_incr_delay_ns 0.96 \
    netlist.top_cell.by_area "dfrtp_1" \
    rsz0062_at_grt "false" \
    ios 114 \
    whs_ns 0.401 \
    cts_resized 0 \
    hold_path_class "flip-flop to flip-flop" \
    synth_top_flop_cell "dfrtp_1" \
    ys_warn_count 2 \
    wirelength_um 273000 \
    worstPathArrival_ns 6.22 \
    ys_ff 1024 \
    setup_viol 0 \
    crit_buf_inv 3 \
    crit_chain "clkdlybuf4s50_1, or2_1, nor2_4, buf_12, a221oi_1, nand4_1, nor2_1, a31oi_1, clkdlybuf4s50_1" \
    vias_per_cell 7.29 \
    fmax_ghz 0.125 \
    numPortBuffers 113 \
    yosysMostFrequentCell "dfrtp_1" \
    slowest_stage "nor2_4" \
    common_cells "dfrtp_1 (1024), mux2_2 (996), a22oi_1 (751)" \
    p_sw_share_pct 29.1 \
    finalCritPeriodShare_pct 90.7 \
    hold_viol_final 0 \
    grt_pass1_wl_um 372000 \
    ys_seq_share_pct 49.9 \
    largest_reg_flops 1024 \
    slew_headroom_pct 7.29 \
    skew_ns 0 \
    cp-end-kind "primary output" \
    route.detailed.drc 0 \
    edf_count 0 \
    min_period_ns 7.98 \
    seq_power_share_pct 48.0 \
    critPathMaxFanout 17 \
    cp-startpoint "read_reg1[4]" \
    cts_sinks 1024 \
    area_leaders "dfrtp_1 (50%), mux2_2 (22%), a22oi_1 (11%)" \
    placed_area_um2 55100 \
    hpwl_um 169000 \
    log.warning_count 35 \
    root_buffer "clkbuf_16" \
    grt_max_degree 124 \
    cp_top_family "simple AND/OR/NAND/NOR gates" \
    cts_tree "done" \
    die-area_um2 130000 \
    final_core_util_pct 46.4 \
    cap_violations 0 \
    tns_ns 0 \
    top_register "regfile" \
    cts_inserted_buffers 112 \
    rows 131 \
    die_h_um 360 \
    top_regs "regfile (1024)" \
    p_total_mw 13.6 \
    synth_area_um2 51300 \
    tightest_slew_ns 1.38 \
    initCoreUtil_pct 40.3 \
    yosys_cells 4394 \
    cp_common_cell "clkdlybuf4s50_1" \
    clockBufferDepth 3 \
    gp_congestion 1.09 \
    combPwrFrac_pct 14.3 \
    synth_cell_types 66 \
    final_area_um2 59100 \
    clockPowerShare_pct 37.7 \
    cts-htree-levels 3 \
    antenna_found_initial 19 \
    clk_pin_slew_ns 0.06 \
    vias 45200 \
    drt_iter0_drc 5582 \
    worst-setup-path-type "input pin to primary output" \
    ant_nets 0 \
    drtPass1Iterations 10 \
    area_growth_pct 15.1 \
    routedWlPerCell_um 44.0 \
]
-- cells in the final DEF, fill, tap and decap left out, types with 35 or more instances in the layout --
master / synthesis / final
a21oi_1: 84 / 84
mux2_2: 996 / 996
a22oi_1: 751 / 751
buf_4: 20 / 252
mux2i_1: 45 / 45
nor2_4: 4 / 71
dfrtp_1: 1024 / 1024
a22o_1: 35 / 35
nand3_1: 52 / 50
clkbuf_16: 0 / 115
clkdlybuf4s50_1: 0 / 105
nand2_1: 252 / 239
nor2_1: 155 / 103
nor3_1: 55 / 52
nand4_1: 101 / 101
-- cell families (layout without fill, tap and decap cells) --
logic type	after synthesis	after routing	share of synthesized area (%)
AOI/OAI and AO/OA	1077	1077	15.6
muxes	1052	1052	23.0
DFF	1024	1024	49.9
and+or+nand+nor	778	778	7.42
buffers and inverters	463	587	4.06
other	0	24	0
-- worst paths after layout --
check / endpoint / cells after the start / slack [ns]
setup / recovery: read_data1[31] / 9 / 0.82
hold / removal: regfile[0][5] / 0 / 0.40
setup reg to reg: regfile[27][28] / 1 / 7.88
hold reg to reg: regfile[0][5] / 0 / 0.40
max in group asynchronous: regfile[8][24] / 5 / 5.18
min in group asynchronous: regfile[27][5] / 3 / 1.55
-- per-stage QoR --
step / worst slack, ns / cells
floorplan: -7.07 / 4394
global placement: 1.19 / 5974
detailed placement: 1.15 / 5974
CTS: 1.13 / 6180
global route: 0.923 / 6183
finish: 0.819 / 6204
-- final cells by class --
cell class	count	area (um2)
Fill cell	11400	68400
Multi-Input combinational cell	2907	24200
Inverter	7	30.0
Timing Repair Buffer	374	3180
Clock inverter	43	587
Antenna cell	24	60.1
Sequential cell	1024	25600
Tap cell	1662	2080
Clock buffer	163	3350
-- per-layer routing --
metal  global-route usage [%]  vias to the layer above  part of all wire [%]
li1                         -                    16900                     -
met4                     24.2                       37                   7.9
met1                     53.8                    22700                    35
met2                     55.5                     4279                    39
met5                     3.29                        -                  0.26
met3                     30.7                     1328                    18
-- power by group through the flow --
stage | Sequential, mW | Combinational [mW] | Clock, mW
4_1_cts | 6.45 | 1.90 | 5.13
5_1_grt | 6.58 | 2.05 | 5.29
6_report | 6.50 | 1.95 | 5.11
Power figures rest on the tool's default switching activity, not on a simulated workload.
