**./config.mk**
```make
export PLATFORM = sky130hd
export DESIGN_NAME = ALU
export DESIGN_NICKNAME = ALU
export VERILOG_FILES = /design/flow/design.v
export SDC_FILE = /design/flow/constraint.sdc
export NUM_CORES = 4
export LEC_CHECK = 1
export CORE_UTILIZATION = 30
```
**./constraint.sdc**
```tcl
current_design ALU

set clk_period 19.2
set clk_io_pct 0.2

create_clock -name clk0 -period $clk_period

set non_clock_inputs [all_inputs -no_clocks]
set_input_delay [expr $clk_period * $clk_io_pct] -clock clk0 $non_clock_inputs
set_output_delay [expr $clk_period * $clk_io_pct] -clock clk0 [all_outputs]
```
**./design.v**
```verilog
module Adder_SUB
(
 input A ,B,
 input Cin,
 output Sum ,c
);
assign Sum = A^B^Cin;
assign c = (A&B) | (B&Cin) |(A&Cin);
endmodule
module Adder_Subtractor
#(parameter N=32)
(
input [N-1:0]A,
input [N-1:0] B,
input cin,
output [N-1:0] s,
output cout,v
);
wire [31:0]B_c;
wire [N:0]cloop;
assign B_c=B^{N{cin}};
assign cloop[0]=cin;
genvar i;
generate 
for (i=0; i<N ; i=i+1 )  begin: adder_sub
Adder_SUB  add0(A[i],B_c[i],cin,s[i],cloop[i+1]);
end
endgenerate
assign cout=cloop[N];
assign v=cout^cloop[N-1];
endmodule
module comp
(
input A,B,
output g_t,eq,l_t
);
assign g_t= A&~B;
assign eq= (~A & ~B) | (A & B);
assign l_t = ~A & B;
endmodule
module Comparator 
#(parameter N=32)
(
 input [N-1:0] A,
 input [N-1:0] B,
 output g_t, eq, l_t
);
 wire [N-1:0] gt_wire, eq_wire, lt_wire;  
wire [N-1:0] eq_cumulative;  
 wire [N-1:0] gt_cumulative;  
 genvar i;
 generate
  for (i = 0; i < N; i = i + 1) begin: compara
comp com0(A[i], B[i], gt_wire[i], eq_wire[i], lt_wire[i]);
  end
 endgenerate
 assign eq_cumulative[0] = eq_wire[0];
 assign gt_cumulative[0] = gt_wire[0];
 generate
  for (i = 1; i < N; i = i + 1) begin: cumulative_logic
assign eq_cumulative[i] = eq_cumulative[i-1] & eq_wire[i];
assign gt_cumulative[i] = gt_cumulative[i-1] | (eq_cumulative[i-1] & gt_wire[i]);
  end
 endgenerate
assign g_t = gt_cumulative[N-1];  
assign eq = eq_cumulative[N-1];   
assign l_t = ~(eq | g_t);         
endmodule
module ALU (
input [31:0] A, B,  
input [3:0] ALUControl, 
output reg [31:0] ALUResult,  
output Zero_Flag
);
wire [31:0]sum,sub;
wire cout_add, v_add;  
wire cout_sub, v_sub;
Adder_Subtractor add (.A(A),.B(B),.cin(1'b0),.s(sum),.cout(cout_add),.v(v_add));
Adder_Subtractor sub0 (.A(A),.B(B),.cin(1'b1),.s(sub),.cout(cout_sub),.v(v_sub));
Comparator compa(.A(A),.B(B));
always @(*) begin
 case (ALUControl)
4'b0010: ALUResult = A+B ;   
4'b0110:  ALUResult = A-B;   
4'b0011: ALUResult = A * B;   
4'b0000: ALUResult = A & B;   
4'b0001: ALUResult = A | B;   
4'b1100: ALUResult = ~(A | B);   
4'b1101: ALUResult = ~(A & B);   
4'b1000: ALUResult = B << A;   
4'b1001: ALUResult = B >> A;   
4'b0111: ALUResult = (A < B) ? 32'd1 : 32'd0;
4'b1011: ALUResult = (A == B) ? 32'd1 : 32'd0;
4'b1100: ALUResult = (A != B) ? 32'd1 : 32'd0;
4'b1101: ALUResult = (A > B) ? 32'd1 : 32'd0;
default: ALUResult = 32'b0;
endcase
end
assign Zero_Flag = (ALUResult == 0) ? 1 : 0;  
endmodule
```
**./run.sh**
```bash
#!/bin/bash
# OpenROAD 26Q1-2900-gdf79404cd8, Yosys 0.63+post, stock flow scripts
make -C /OpenROAD-flow-scripts/flow DESIGN_CONFIG=/design/flow/config.mk WORK_HOME=/design/flow/orfs finish
```
==> results.yml <==
# implementation run metrics
global_routing:
  gr-total-overflow: 0
  grt_max_degree: 61
  grt_pass1_wl_um: 174000
  grt_pass1_vias: 25000
  grtUsageTotal_pct: 29.2
  antenna_found_initial: 2
outcome:
  status: "finished, final reports clean"
run:
  warning_count: 96
  drv_cap: 0
final_timing:
  hold_slack_ps: 8960
  rsz0062_at_grt: "no"
  final-hold-violation-count: 0
  setup_viol: 0
  tightest_slew_ps: 1110
  max_freq_mhz: 55.7
  fin_crit_ps: 17950
  tns_ps: 0
  slew_headroom_pct: 26.1
  drv_slew: 0
  min_period_over_period_pct: 93.5
worst_hold_path:
  hold_end: "ALUResult[2]"
  hold_depth: 5
  hp-start: "ALUControl[0]"
  worstHoldPathType: "input port to output pin"
worst_setup_path:
  path_class: "input port to output pin"
  slowest_stage: "clkdlybuf4s50_1"
  arrival_ps: 14110
  path_common_cell: "fa_1"
  cp.required_ps: 15360
  start_kind: "input port"
  critPathCaptureType: "output pin"
  slowest_delay_ps: 1060
  path_max_fanout: 12
clock_tree:
  cts.hold.buffers_added: 0
  post-cts-setup-buffers: 0
  postCtsResizedCells: 0
finish:
  seq_cells: 0
  mostFrequentLayoutCell: "inv_1"
  clock_buffers: 0
  mostFrequentLayoutCells: "493 x inv_1, 425 x nor2_1, 410 x fa_1"
  final-seq-area_um2: 0
  drive_gt1_share_pct: 7.40
  area_growth_pct: 9.53
detailed_routing:
  drt_iter0_drc: 2049
  vias: 24600
  drt-total-wl_um: 118000
  viasPerCell: 5.75
  ant_nets: 0
  wire_per_inst_um: 27.7
  drt_first_pass_iters: 6
  drc: 0
yosys:
  synth.top_cell.area_share_pct: 32.7
  synthTopCellsByArea: "fa_1 33%, ha_1 11%, inv_1 7.4%"
  ys_seq_share_pct: 0
  yosysUniqueCellTypes: 81
  synth_area_um2: 25100
  ys_cells: 3199
  avgSynthCellArea_um2: 7.85
  yosys_area_um2: 25100
  largest_area_cell: "fa_1"
  synth_warnings: 1
  syn_inst: 3199
placed_design:
  place_congestion: 1.06
  port-buffer-count: 101
  dpl.hpwl_um: 93300
die:
  die_w_um: 291
  rows: 105
  dieArea_um2: 84900
  initCoreUtil_pct: 30.4
  dieHeight_um: 291
  core-area_um2: 82500
  io_pins: 101
## worst max path at each step
stage / from / to / slack [ps] / cells past startpoint
after global routing: A[16] / Zero_Flag / 780 / 29
final: A[16] / Zero_Flag / 1250 / 29
after CTS: A[16] / Zero_Flag / 1310 / 29
## critical path: cells and delay by family
kind            cells  cell delay (ps)
simple gates        7             2370
compound gates      6             1170
fa+ha+maj           9             4300
buf+inv             7             2410
## Yosys cell counts (10+ instances only)
master	n
o31ai_1	13
nor2b_1	14
buf_2	16
or3_1	16
buf_1	49
nand3_1	50
and2_1	13
o21a_1	14
nand4_1	15
fa_1	410
nand2b_1	14
mux4_2	54
o21ai_0	94
a221oi_1	23
or4_1	13
o221ai_1	12
clkinv_1	14
o22ai_1	31
xor2_1	19
a211o_1	13
o211ai_1	32
a31oi_1	20
inv_1	495
xnor2_1	76
nand2_1	361
mux2i_1	77
nor3_1	37
a21o_1	24
a32oi_1	10
a22oi_1	11
a211oi_1	36
ha_1	219
mux2_2	18
or2_2	14
clkbuf_1	150
nor4_1	20
nor2_1	425
o21bai_1	13
a21oi_1	131
## cell families after synthesis
| logic type | synth area share [%] |
|---|---|
| buf+inv | 11.1 |
| mux | 9.14 |
| compound gates | 15.4 |
| xor+xnor | 3.31 |
| fa+ha+maj | 43.6 |
| simple gates | 17.5 |
## routing by layer
metal / routed length, um / track usage, % / up-vias
li1: - / - / 10600
met1: 44300 / 38.1 / 12100
met2: 50700 / 42.3 / 1597
met3: 17000 / 13.8 / 319
met4: 6190 / 11.4 / 6
met5: 145 / 1.13 / -
## cell type report
class,count,area (um^2)
Tap cell,1070,1340
Inverter,515,1930
Timing Repair Buffer,221,1880
Antenna cell,1,2.50
Fill cell,8680,55000
Multi-Input combinational cell,2467,22400
## per-stage QoR
stage	utilization (%)	worst slack, ps	cell area [um^2]	cells
6_report	33.3	1250	27500	4274
5_1_grt	33.3	782	27500	4273
4_1_cts	33.3	1310	27500	4273
3_5_place_dp	33.3	1340	27500	4273
3_3_place_gp	33.3	1370	27500	4273
2_1_floorplan	-	2450	25100	3199
